**flow/run.sh**
```bash
#!/bin/bash
# OpenROAD 26Q1-2900-gdf79404cd8, Yosys 0.63+post, stock flow scripts
make -C /OpenROAD-flow-scripts/flow DESIGN_CONFIG=/design/flow/config.mk WORK_HOME=/design/flow/orfs finish
```
**flow/config.mk**
```make
export PLATFORM = sky130hd
export DESIGN_NAME = regfile
export DESIGN_NICKNAME = regfile
export VERILOG_FILES = /design/flow/design.v
export SDC_FILE = /design/flow/constraint.sdc
export NUM_CORES = 4
export LEC_CHECK = 1
export CORE_UTILIZATION = 40
```
**flow/constraint.sdc**
```tcl
current_design regfile

set clk_period 6.8
set clk_io_pct 0.2

create_clock -name clk0 -period $clk_period [get_ports {clk}]

set non_clock_inputs [all_inputs -no_clocks]
set_input_delay [expr $clk_period * $clk_io_pct] -clock clk0 $non_clock_inputs
set_output_delay [expr $clk_period * $clk_io_pct] -clock clk0 [all_outputs]
```
**flow/design.v**
```verilog
module regfile(
	input [3:0] num1,
	input [3:0]num2,
	input [3:0]writenum,
	input write,
	input clk,
	input reset,
	input [31:0] regin,
	output [31:0] regout1,
	output [31:0] regout2,
	output [31:0] pc);
	reg[31:0] register[15:0];
	integer i;
	always @ (posedge clk or negedge reset)
	if(~reset)
		for(i=0;i<16;i=i+1) register[i]<='h00000000;
	else if(write)
		register[writenum]<=regin;
	assign regout1=register[num1];
	assign regout2=register[num2];
	assign pc=register[15];
 endmodule
```
==> Table 3: Implementation characteristics <==
Table: implementation figures

Parameter                              Value

Run status
  Status    finished, final reports clean

Power
  Flop pwr share    46.6%
  Net Sw Power    about 2800 uW
  Worst voltage drop across the vdd grid    0.194 mV
  Standby leakage power    0.0130 uW
  Switching share of power    29.7%
  Power share of the clock group    31.6%
  Power per standard cell area    300 mW/mm^2
  Fraction of power consumed by combinational cells    a little over a fifth
  Internal power consumption    6620 uW

GRT
  Wire length of the first global-routing pass    154,000 um
  All-layer global routing usage    31.3%
  Initial antenna violation count    2
  Overflow left after global routing    0
  Largest net degree at the start of global routing    129
  Number of global-route vias before repair    roughly 23k

Synthesis
  Chip area line of the yosys report    0.0273 mm^2
  Number of synthesized flops with an enable pin    0
  Top logic cell family in the synthesized netlist    multiplexers
  Portion of the post-synthesis area used by sequential elements    46.9%
  Number of synthesized register bits    between 500 and 600
  MUX share of area    25.6%
  Post-synthesis area per instance    11.5 um^2
  Synth Warn #    2
  Leading register cell type out of synthesis    sky130_fd_sc_hd__dfrtp_1
  Cell Area, Synth    0.0273 mm^2
  Distinct lib cells used    60
  Area share of fa/ha/maj cells after synthesis    0%
  Area share of xor/xnor cells in the synthesized design    0%
  Ao+oa area frac    17.6%
  And+or+nand+nor area frac    5.18%
  Fraction of registers with async set/reset    roughly 100%
  Cell count after synthesis    2,370
  Number of cells in the yosys synthesis report    2,370

STA
  Transition time of the tightest slew-check pin    a little over 0.9 ns
  Final tally of hold violations    0
  Final setup viols    0
  Worst rel slew slack    39.3%
  Ratio of final minimum period to clock period    around 88%
  Tmin final    roughly 6.0 ns
  Pins over their slew limit    0
  Final worst clock skew    0 ns
  Worst hold slack    0.496 ns
  Fmax    between 150 and 200 MHz
  TNS Setup    0 ns
  RSZ-0062 raised after global routing    no

Die
  Core area    around 0.067 mm^2
  Placement Rows    95
  Die Span Y    between 200 and 300 um
  Chip footprint    ~0.07 mm^2
  Starting utilization of the core area    40.5%
  Top-level I/O count    ~140
  Horizontal extent of the die    around 260 um

Min path
  Hold Crit Class    reg2reg
  HP Start    register[4][27]$_DFFE_PN0P_
  Worst Hold Depth    1
  End point of the most critical hold path    register[4][27]$_DFFE_PN0P_

Final layout
  Fill cell total of the finished layout    5,841
  Layout cell share with drive strength beyond 1    25.7%
  Largest regs    register: 512 flops
  Most frequent standard cell in the layout excluding fill and tap cells    sky130_fd_sc_hd__dfrtp_1
  Commonest cells after routing, fill and taps aside    sky130_fd_sc_hd__dfrtp_1 (512), sky130_fd_sc_hd__mux2_2 (408), sky130_fd_sc_hd__a22oi_1 (154), sky130_fd_sc_hd__o22ai_1 (144), sky130_fd_sc_hd__clkdlybuf4s50_1 (135)
  Area used by sequential logic in the layout    0.0128 mm^2
  Largest register by flop count    register
  Growth of design area from synthesis to finish    14.8%
  Logic area    0.0134 mm^2
  Max reg flops    512

Placement
  Routability Congestion    0.946
  Buffers on Ports    142
  Detail Placement HPWL    61,600 um

Critical path
  Reg-to-reg critical path startpoint    register[15][4]$_DFFE_PN0P_
  Data arrival at the endpoint of the critical path    4.62 ns
  Data required time at the worst endpoint    5.44 ns
  Nature of the critical path startpoint    primary input
  Worst reg-to-reg path cell count    1
  Critical path peak fanout    17
  Category of the worst setup path capture point    output port
  Worst reg2reg path endpoint    register[15][4]$_DFFE_PN0P_
  Reg-to-reg setup timing slack    between 5 and 6 ns
  Category of the critical setup timing path    in2out

Detailed routing
  Final wirelength    approximately 100,000 um
  Count of vias placed by the detailed router    22.0k
  Routed length per placed instance    31.2 um
  DRC violation count after routing    0
  Number of detailed-routing iterations run before antenna repair    7
  Number of design-rule violations left by the first detailed-router iteration    around 2.2k
  DR vias/cell    6.59
  Number of routed nets with antenna violations    0

Clock tree
  CTS clk-pin slew, worst paths    0.06 ns
  # Post-CTS Setup Buffers    0
  Clock buffers created by TritonCTS    around 55
  H-tree level count    2
  Clock latency at the later pin of the worst-skew pair    0.61 ns
  Root Driver    sky130_fd_sc_hd__clkbuf_16
  Sinks on Clock Net    512
  TritonCTS clock tree    done
  Maximum buffer depth of the clock tree    3
  Hold buffers post-CTS    0
  Post-cts gate resize count    0

Flow run
  OpenROAD warnings    34
  Max-cap violations    0
## cell families (layout without fill, tap and decap cells)
kind of cell | Yosys count | after routing
AND/OR/NAND/NOR | 284 | 284
multiplexers | 632 | 632
buffers and inverters | 268 | 363
other | 0 | 3
flip-flops | 512 | 512
AND-OR/OR-AND | 674 | 674
## stage by stage
| step | std cells | instance area, um^2 | total power [uW] | utilization, % | worst slack (ns) |
|---|---|---|---|---|---|
| final | 3341 | 31300 | 9410 | 46.5 | 0.822 |
| after CTS | 3338 | 31300 | 9420 | 46.5 | 1.00 |
| after detailed placement | 3241 | 29600 | 6430 | 43.9 | 0.991 |
| after global placement | 3241 | 29600 | 6380 | 43.9 | 1.01 |
| after global routing | 3339 | 31300 | 9830 | 46.5 | 0.839 |
| after floorplan | 2370 | 27300 | 5490 | - | 2.92 |
## synth_stat cells, types with 2 or more instances
| cell type | instances | share of area, % |
|---|---|---|
| sky130_fd_sc_hd__a221oi_1 | 53 | 1.7 |
| sky130_fd_sc_hd__nor2_1 | 114 | 1.6 |
| sky130_fd_sc_hd__mux2_2 | 408 | 17 |
| sky130_fd_sc_hd__a211oi_1 | 24 | 0.66 |
| sky130_fd_sc_hd__mux2_1 | 118 | 4.9 |
| sky130_fd_sc_hd__a22o_1 | 67 | 2.2 |
| sky130_fd_sc_hd__a31oi_1 | 7 | 0.16 |
| sky130_fd_sc_hd__buf_6 | 8 | 0.33 |
| sky130_fd_sc_hd__o32a_1 | 11 | 0.40 |
| sky130_fd_sc_hd__nor2b_1 | 49 | 1.1 |
| sky130_fd_sc_hd__inv_2 | 2 | 0.028 |
| sky130_fd_sc_hd__mux2i_1 | 105 | 3.9 |
| sky130_fd_sc_hd__nor3_1 | 4 | 0.073 |
| sky130_fd_sc_hd__a22oi_1 | 154 | 4.2 |
| sky130_fd_sc_hd__buf_2 | 115 | 2.1 |
| sky130_fd_sc_hd__o32ai_1 | 3 | 0.096 |
| sky130_fd_sc_hd__and3_1 | 30 | 0.69 |
| sky130_fd_sc_hd__a211o_1 | 2 | 0.064 |
| sky130_fd_sc_hd__nand2b_1 | 10 | 0.23 |
| sky130_fd_sc_hd__dfrtp_1 | 512 | 47 |
| sky130_fd_sc_hd__buf_4 | 17 | 0.47 |
| sky130_fd_sc_hd__a32oi_1 | 18 | 0.58 |
| sky130_fd_sc_hd__a32o_1 | 2 | 0.073 |
| sky130_fd_sc_hd__nand3b_1 | 4 | 0.11 |
| sky130_fd_sc_hd__nor2_4 | 2 | 0.083 |
| sky130_fd_sc_hd__a21oi_1 | 121 | 2.2 |
| sky130_fd_sc_hd__a2111oi_0 | 4 | 0.13 |
| sky130_fd_sc_hd__and2_1 | 4 | 0.092 |
| sky130_fd_sc_hd__o21ai_0 | 18 | 0.33 |
| sky130_fd_sc_hd__o221ai_1 | 6 | 0.19 |
| sky130_fd_sc_hd__inv_1 | 28 | 0.39 |
| sky130_fd_sc_hd__nand4_1 | 4 | 0.092 |
| sky130_fd_sc_hd__o211ai_1 | 4 | 0.11 |
| sky130_fd_sc_hd__o22ai_1 | 144 | 3.3 |
| sky130_fd_sc_hd__o2bb2ai_1 | 26 | 0.83 |
| sky130_fd_sc_hd__a22oi_2 | 2 | 0.092 |
| sky130_fd_sc_hd__or3_1 | 3 | 0.069 |
| sky130_fd_sc_hd__nand3_1 | 10 | 0.18 |
| sky130_fd_sc_hd__clkbuf_1 | 97 | 1.3 |
| sky130_fd_sc_hd__nand2_1 | 40 | 0.55 |
## critical path, stage by stage
cell                              delay (ns)
sky130_fd_sc_hd__clkdlybuf4s50_1        0.75
sky130_fd_sc_hd__nor2_4                 0.82
sky130_fd_sc_hd__buf_4                  0.39
sky130_fd_sc_hd__a22oi_1                0.13
sky130_fd_sc_hd__o22ai_1                0.18
sky130_fd_sc_hd__a211oi_1               0.08
sky130_fd_sc_hd__a21oi_1                0.34
sky130_fd_sc_hd__clkdlybuf4s50_1        0.54
## per-layer routing
layer | wire length [um] | global-route usage, % | share of wire (%) | up-vias
met2 | 44900 | 44.6 | 43 | 1451
met5 | 13 | 0 | 0.012 | -
met3 | 13400 | 13.6 | 13 | 380
met1 | 40700 | 43.0 | 39 | 11068
met4 | 5290 | 12.3 | 5.1 | 2
li1 | - | - | - | 9132
## worst max-delay path by stage
stage        from           to  cells after the start
4_1_cts   num2[0]  regout2[24]                      8
5_1_grt   num2[0]   regout2[4]                      8
6_report  num2[0]  regout2[24]                      8
## final cells by class
class	instances	area share, %
inverter	30	0.360
timing repair buffer	236	6.99
multi-input combinational	1590	42.6
antenna	3	0.0240
sequential	512	40.9
clock inverter	17	0.523
tap	873	3.49
clock buffer	80	5.08
## power by group through the flow
stage	clock [uW]	sequential (uW)	combinational [uW]
CTS	3020	4370	2040
global route	3140	4480	2210
finish	2970	4390	2050
No activity file was given, so power comes from the tool's default toggle rates.
