==> flow/design.v <==
module mux3_32bit(
	input[31:0] A,
	input[31:0] B,
	input[31:0] C,
	input[1:0] select,
	output reg[31:0] out);  
 always @ (select or A or B or C)
   case(select)
     0 : out=A;
     1 : out=B;
     2 : out=C;
   endcase
endmodule
module mux16_2out_32bit(
	input[31:0] A,
	input[31:0] B,
	input[31:0] C,
	input[31:0] D,
	input[31:0] E,
	input[31:0] F,
	input[31:0] G,
	input[31:0] H,
	input[31:0] I,
	input[31:0] J,
	input[31:0] K,
	input[31:0] L,
	input[31:0] M,
	input[31:0] N,
	input[31:0] O,
	input[31:0] P,
	input[3:0] select1,
	input[3:0] select2,
	output reg[31:0] out1,
	output reg[31:0] out2);
 always @ (select1 or select2 or A or B or C or D or E or F or G or H or I or J or K or L or M or N or O or P) begin
   case(select1)
     0 : out1=A;
     1 : out1=B;
     2 : out1=C;
     3 : out1=D;
     4 : out1=E;
     5 : out1=F;
     6 : out1=G;
     7 : out1=H;
     8 : out1=I;
     9 : out1=J;
     10 : out1=K;
     11 : out1=L;
     12 : out1=M;
     13 : out1=N;
     14 : out1=O;
     15 : out1=P;
   endcase
   case(select2)
     0 : out2=A;
     1 : out2=B;
     2 : out2=C;
     3 : out2=D;
     4 : out2=E;
     5 : out2=F;
     6 : out2=G;
     7 : out2=H;
     8 : out2=I;
     9 : out2=J;
     10 : out2=K;
     11 : out2=L;
     12 : out2=M;
     13 : out2=N;
     14 : out2=O;
     15 : out2=P;
   endcase
  end
endmodule
module mux16_32bit(
	input[31:0] A,
	input[31:0] B,
	input[31:0] C,
	input[31:0] D,
	input[31:0] E,
	input[31:0] F,
	input[31:0] G,
	input[31:0] H,
	input[31:0] I,
	input[31:0] J,
	input[31:0] K,
	input[31:0] L,
	input[31:0] M,
	input[31:0] N,
	input[31:0] O,
	input[31:0] P,
	input[3:0] select,
	output reg[31:0] out);
 always @ (*)
   case(select)
     0 : out=A;
     1 : out=B;
     2 : out=C;
     3 : out=D;
     4 : out=E;
     5 : out=F;
     6 : out=G;
     7 : out=H;
     8 : out=I;
     9 : out=J;
     10 : out=K;
     11 : out=L;
     12 : out=M;
     13 : out=N;
     14 : out=O;
     15 : out=P;
   endcase
endmodule
module mux3_16bit(A,B,C,select,out);
 input [15:0]A,B,C;
 input [1:0] select;
 output reg [15:0] out;
 always @ (select or A or B or C)
   case(select)
     0 : out=A;
     1 : out=B;
     2 : out=C;
   endcase
endmodule
module mux3_4bit(A,B,C,select,out);
 input [3:0]A,B,C;
 input [1:0] select;
 output reg [3:0] out;
 always @ (select or A or B or C)
   case(select)
     0 : out=A;
     1 : out=B;
     2 : out=C;
   endcase
endmodule
module mux6_32bit(
	input[31:0] A,
	input[31:0] B,
	input[31:0] C,
	input[31:0] D,
	input[31:0] E,
	input[31:0] F,
	input[2:0] select,
	output reg[31:0] out);
 always @ (select or A or B or C or D or E or F)
   case(select)
     0 : out=A;
     1 : out=B;
     2 : out=C;
     3 : out=D;
     4 : out=E;
     5 : out=F;
   endcase
endmodule
module mux4_32bit(A,B,C,D,select,out);  
 input [31:0]A,B,C,D;
 input [1:0] select;
 output reg [31:0] out;
  always @ (*)
   case(select)
     0 : out=A;
     1 : out=B;
     2 : out=C;
     3 : out=D;
   endcase
endmodule
==> flow/run.sh <==
#!/bin/bash
# OpenROAD 26Q1-2900-gdf79404cd8, Yosys 0.63+post, stock flow scripts
make -C /OpenROAD-flow-scripts/flow DESIGN_CONFIG=/design/flow/config.mk WORK_HOME=/design/flow/orfs finish
==> flow/config.mk <==
export PLATFORM = sky130hd
export DESIGN_NAME = mux16_2out_32bit
export DESIGN_NICKNAME = mux16_2out_32bit
export VERILOG_FILES = /design/flow/design.v
export SDC_FILE = /design/flow/constraint.sdc
export NUM_CORES = 4
export LEC_CHECK = 1
export CORE_AREA = 10 10 229 229
export DIE_AREA = 0 0 239 239
==> flow/constraint.sdc <==
current_design mux16_2out_32bit

set clk_period 11.2
set clk_io_pct 0.2

create_clock -name clk0 -period $clk_period

set non_clock_inputs [all_inputs -no_clocks]
set_input_delay [expr $clk_period * $clk_io_pct] -clock clk0 $non_clock_inputs
set_output_delay [expr $clk_period * $clk_io_pct] -clock clk0 [all_outputs]
==> run notes <==
impl run done, here's what came out: GRT Util Overall between 20 and 30%, met1 usage 35.3%, ys cells 1217, Crit path largest cell delay 0.63 ns, clock buffer count in the final layout 0, LEAKAGE 0.00488 µW, Synth Instances about 1200, Worst EP arrival 5.99 ns, met3 usage 9.55%, Pins Over Slew Limit 0, Chip Area, Yosys 8150 µm², outcome complete, no violations, max_slew headroom between 30 and 40%, P&R area growth vs syn 78.8%, Synth Area per Inst approximately 6.7 µm², Post-DP HPWL 63100 µm, final instance area 14600 µm², Area after DPL approximately 15000 µm², tool warnings 32, post-route antenna net violation count 0, first-pass GRT wire length 115000 µm, largest net degree at the start of global routing 45, Post-CTS Hold Buffers 0, core area 47500 µm², crit path launch type primary input, PostCTS Resize Cnt 0, worst path cell trace buf_4 > buf_4 > nor2b_4 > buf_4 > and2_1 > a22oi_1 > o221ai_1 > o32a_1 > clkdlybuf4s50_1, Final Cycle Share 73.5%, crit path launch select1[1], Congestion Overflow GR 0, top comb family, area AND-OR/OR-AND gates, most used cell, CP buf_4, Post-synth mux share 16.2%, Seq/Total Area, Yosys 0%, via count 14800, CP max-delay cell and2_1, initial antenna violation count 15, final RePlAce weighted congestion 1.04, count of final setup violators 0, Peak supply drop 22.6 µV, die area 57100 µm², CP required 8.96 ns, Adder-Cell Fraction of Synth Area 0%, Final Hold Viols 0, worst slew pin tran 1.04 ns, GRT busiest layer met2, Row Count ~80, Fill cells 5016, Setup crit end kind output port, flop count 0, drt initial violations 2099, XOR/XNOR Area Share 0%, total wire length 85900 µm, power density over the cells roughly 47 nW/µm², min-delay worst type primary input to output port, Hold Startpoint select2[0], FP Core Util 17.1%, Netlist cell types approximately 54, CP max FO 32, Die Y 239 µm, number of max-cap violations 0, Simple-Gate Area Share about 15%, WL per Instance 36.8 µm, Mapped Area 8150 µm², number of setup buffers added after CTS 0, Die Wd 239 µm, DRC 0, Yosys warnings 1, met2 usage 44.8%, vias in the first global route 15100, IO Port Bufs 584, most numerous logic cells after layout clkdlybuf4s50_1 (577), a22oi_1 (158), mux2i_1 (112), sequential cell area 0 µm², vias per cell 6.33, DRT Pass-1 Iters 9, Peak Freq 121 MHz, layout cells sized above 1 roughly 6.7%, # IOs around 580, most used logic cell in the final layout clkdlybuf4s50_1, aoi share 59.6%, setup TNS 0 ns, fin crit period 8.23 ns, RSZ-0062 raised after global routing false, Setup CP Type primary input to output port
## synth_stat cells, types with 25 or more instances
cell,n,area [µm²]
nand2_1,63,236
nor2b_1,32,200
o221ai_1,42,368
clkbuf_1,65,244
a21oi_1,103,515
o22a_1,40,350
a211oi_1,38,285
a31oi_1,35,219
a221oi_1,25,219
a22oi_1,158,1190
o22ai_1,56,350
mux2i_1,112,1120
nor2_1,71,267
buf_2,57,285
o21ai_0,71,355
## final timing paths
path        to  depth (start not counted)
min   out2[30]                          4
max   out1[25]                          9
## kinds of logic after synthesis
family | after synthesis
AND/OR/NAND/NOR | 245
multiplexers | 130
AND-OR/OR-AND | 684
buffers and inverters | 158
## critical path, delay by kind of cell
family                 cells  cell delay [ns]
and+or+nand+nor            2             1.20
buffers and inverters      4             1.95
AOI/OAI and AO/OA          3             0.54
## routing by layer
layer,up-vias,routed length (µm)
met2,1512,38200
li1,6015,-
met3,342,10900
met1,6895,32900
met4,6,3910
met5,-,31
## through the flow
| stage | std cells | setup slack, ns | utilization, % | total power (µW) | hold slack [ns] |
|---|---|---|---|---|---|
| after floorplan | 1217 | 5.53 | - | 234 | 4.56 |
| after global routing | 2330 | 2.87 | 30.6 | 703 | 5.37 |
| after global placement | 2322 | 3.10 | 30.6 | 666 | 5.38 |
| after CTS | 2322 | 3.04 | 30.6 | 665 | 5.38 |
| final | 2333 | 2.97 | 30.6 | 680 | 5.39 |
| after detailed placement | 2322 | 3.08 | 30.6 | 661 | 5.37 |
## power breakdown
group / switching [µW] / internal, µW / leakage (µW)
Combinational: 333 / 347 / 0.00488
Clock: 0 / 0.000121 / 0.0000000682
Sequential: 0 / 0 / 0
Total: 333 / 347 / 0.00488
## area by class of cell
type                       count  area [µm²]  area share [%]
multi-input combinational   1059        7500            51.5
tap                          615         769            5.28
inverter                       9        33.8           0.232
timing repair buffer         639        6240            42.8
antenna                       11        27.5           0.189
Power and IR drop assume default switching activity.
