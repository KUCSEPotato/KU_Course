==> flow/run.sh <==
#!/bin/bash
# OpenROAD 26Q1-2900-gdf79404cd8, Yosys 0.63+post, stock flow scripts
make -C /OpenROAD-flow-scripts/flow DESIGN_CONFIG=/design/flow/config.mk WORK_HOME=/design/flow/orfs finish
==> flow/constraint.sdc <==
current_design GPIO

set clk_period 4.4
set clk_io_pct 0.2

create_clock -name clk0 -period $clk_period [get_ports {CLOCK_50}]

set non_clock_inputs [all_inputs -no_clocks]
set_input_delay [expr $clk_period * $clk_io_pct] -clock clk0 $non_clock_inputs
set_output_delay [expr $clk_period * $clk_io_pct] -clock clk0 [all_outputs]
==> flow/config.mk <==
export PLATFORM = sky130hd
export DESIGN_NAME = GPIO
export DESIGN_NICKNAME = GPIO
export VERILOG_FILES = /design/flow/design.v
export SDC_FILE = /design/flow/constraint.sdc
export NUM_CORES = 4
export LEC_CHECK = 1
export CORE_UTILIZATION = 30
==> flow/design.v <==
`timescale 1ns/1ps
module GPIO(input CLOCK_50,
  input reset,
  input CS_N,
  input RD_N,
  input WR_N,
  input [11:0] Addr,
  input [31:0] DataIn,
  input [3:1] KEY,
  input [17:0] SW,
  output reg [31:0] DataOut,
  output Intr,
  output [6:0] HEX7,
  output [6:0] HEX6,
  output [6:0] HEX5,
  output [6:0] HEX4,
  output [6:0] HEX3,
  output [6:0] HEX2,
  output [6:0] HEX1,
  output [6:0] HEX0,
  output [17:0] LEDR,
  output [8:0] LEDG
  );
  reg [31:0] SW_StatusR;
  reg [31:0] KEY_StatusR;
  reg [31:0] LEDG_R;
  reg [31:0] LEDR_R;
  reg [31:0] HEX0_R;
  reg [31:0] HEX1_R;
  reg [31:0] HEX2_R;
  reg [31:0] HEX3_R;
  reg [31:0] HEX4_R;
  reg [31:0] HEX5_R;
  reg [31:0] HEX6_R;
  reg [31:0] HEX7_R;
  wire key1_pressed;
  wire key2_pressed;
  wire key3_pressed;
  wire sw0_pressed;
  wire sw1_pressed;
  wire sw2_pressed;
  wire sw3_pressed;
  wire sw4_pressed;
  wire sw5_pressed;
  wire sw6_pressed;
  wire sw7_pressed;
  wire sw8_pressed;
  wire sw9_pressed;
  wire sw10_pressed;
  wire sw11_pressed;
  wire sw12_pressed;
  wire sw13_pressed;
  wire sw14_pressed;
  wire sw15_pressed;
  wire sw16_pressed;
  wire sw17_pressed;
   key_detect  key1 (CLOCK_50, reset, KEY[1], key1_pressed);
   key_detect  key2 (CLOCK_50, reset, KEY[2], key2_pressed);
   key_detect  key3 (CLOCK_50, reset, KEY[3], key3_pressed);
   key_detect  sw0  (CLOCK_50, reset, ~SW[0],  sw0_pressed);
   key_detect  sw1  (CLOCK_50, reset, ~SW[1],  sw1_pressed);
   key_detect  sw2  (CLOCK_50, reset, ~SW[2],  sw2_pressed);
   key_detect  sw3  (CLOCK_50, reset, ~SW[3],  sw3_pressed);
   key_detect  sw4  (CLOCK_50, reset, ~SW[4],  sw4_pressed);
   key_detect  sw5  (CLOCK_50, reset, ~SW[5],  sw5_pressed);
   key_detect  sw6  (CLOCK_50, reset, ~SW[6],  sw6_pressed);
   key_detect  sw7  (CLOCK_50, reset, ~SW[7],  sw7_pressed);
   key_detect  sw8  (CLOCK_50, reset, ~SW[8],  sw8_pressed);
   key_detect  sw9  (CLOCK_50, reset, ~SW[9],  sw9_pressed);
   key_detect  sw10 (CLOCK_50, reset, ~SW[10], sw10_pressed);
   key_detect  sw11 (CLOCK_50, reset, ~SW[11], sw11_pressed);
   key_detect  sw12 (CLOCK_50, reset, ~SW[12], sw12_pressed);
   key_detect  sw13 (CLOCK_50, reset, ~SW[13], sw13_pressed);
   key_detect  sw14 (CLOCK_50, reset, ~SW[14], sw14_pressed);
   key_detect  sw15 (CLOCK_50, reset, ~SW[15], sw15_pressed);
   key_detect  sw16 (CLOCK_50, reset, ~SW[16], sw16_pressed);
   key_detect  sw17 (CLOCK_50, reset, ~SW[17], sw17_pressed);
  always @(posedge CLOCK_50)
  begin
    if(~reset)    KEY_StatusR  <= 0;
    else
    begin
      if (~CS_N && ~RD_N && Addr[11:0] == 12'h000)
          KEY_StatusR  <= 0;
      else
      begin
         if(key1_pressed)   KEY_StatusR[1] <= 1'b1;
         if(key2_pressed)   KEY_StatusR[2] <= 1'b1;
         if(key3_pressed)   KEY_StatusR[3] <= 1'b1;
      end
    end
  end
  always @(posedge CLOCK_50)
  begin
    if(~reset)   SW_StatusR   <= 0;
    else
    begin
      if (~CS_N && ~RD_N && Addr[11:0] == 12'h004)
          SW_StatusR  <= 0;
      else
      begin
           if(sw0_pressed)         SW_StatusR[0] <= 1'b1;
           if(sw1_pressed)         SW_StatusR[1] <= 1'b1;
           if(sw2_pressed)         SW_StatusR[2] <= 1'b1;
           if(sw3_pressed)         SW_StatusR[3] <= 1'b1;
           if(sw4_pressed)         SW_StatusR[4] <= 1'b1;
           if(sw5_pressed)         SW_StatusR[5] <= 1'b1;
           if(sw6_pressed)         SW_StatusR[6] <= 1'b1;
           if(sw7_pressed)         SW_StatusR[7] <= 1'b1;
           if(sw8_pressed)         SW_StatusR[8] <= 1'b1;
           if(sw9_pressed)         SW_StatusR[9] <= 1'b1;
           if(sw10_pressed)        SW_StatusR[10] <= 1'b1;
           if(sw11_pressed)        SW_StatusR[11] <= 1'b1;
           if(sw12_pressed)        SW_StatusR[12] <= 1'b1;
           if(sw13_pressed)        SW_StatusR[13] <= 1'b1;
           if(sw14_pressed)        SW_StatusR[14] <= 1'b1;
           if(sw15_pressed)        SW_StatusR[15] <= 1'b1;
           if(sw16_pressed)        SW_StatusR[16] <= 1'b1;
           if(sw17_pressed)        SW_StatusR[17] <= 1'b1;
      end
    end
  end
  always @(*)
  begin
      if (~CS_N && ~RD_N) 
      begin
        if      (Addr[11:0] == 12'h000) DataOut <= KEY_StatusR;
        else if (Addr[11:0] == 12'h004) DataOut <= SW_StatusR;
        else                            DataOut <= 32'b0;
      end
      else                              DataOut <= 32'b0;
  end
  always @(posedge CLOCK_50)
  begin
    if(~reset)
    begin                                        
        LEDR_R[17:0] <=18'b0;
        LEDG_R[8:0]  <=9'h1FF;
        HEX0_R <= 7'b1000000;
        HEX1_R <= 7'b1000000;
        HEX2_R <= 7'b1000000;
        HEX3_R <= 7'b1000000;
        HEX4_R <= 7'b1000000;
        HEX5_R <= 7'b1000000;
        HEX6_R <= 7'b1000000;
        HEX7_R <= 7'b1000000;
    end
    else if(~CS_N && ~WR_N) 
    begin                                        
	        if       (Addr[11:0] == 12'h008)  LEDR_R       <= DataIn;
           else if  (Addr[11:0] == 12'h00C)  LEDG_R       <= DataIn;
           else if  (Addr[11:0] == 12'h010)  HEX0_R       <= DataIn;
           else if  (Addr[11:0] == 12'h014)  HEX1_R       <= DataIn;
           else if  (Addr[11:0] == 12'h018)  HEX2_R       <= DataIn;
           else if  (Addr[11:0] == 12'h01C)  HEX3_R       <= DataIn;
           else if  (Addr[11:0] == 12'h020)  HEX4_R       <= DataIn;
           else if  (Addr[11:0] == 12'h024)  HEX5_R       <= DataIn;
           else if  (Addr[11:0] == 12'h028)  HEX6_R       <= DataIn;
           else if  (Addr[11:0] == 12'h02C)  HEX7_R       <= DataIn;
    end
  end         
	assign LEDR[17:0] = LEDR_R[17:0];
	assign LEDG[8:0]  = LEDG_R[8:0];
	assign HEX0       = HEX0_R[6:0];
	assign HEX1       = HEX1_R[6:0];
	assign HEX2       = HEX2_R[6:0];
	assign HEX3       = HEX3_R[6:0];
	assign HEX4       = HEX4_R[6:0];
	assign HEX5       = HEX5_R[6:0];
	assign HEX6       = HEX6_R[6:0];
	assign HEX7       = HEX7_R[6:0];
	assign Intr = ~((|KEY_StatusR[3:0]) || (|SW_StatusR[17:0])); 
endmodule
module key_detect(input clk, input reset, input key, output key_pressed);
			reg [3:0] c_state;
			reg [3:0] n_state;
			parameter  S0  =  4'b0000;
			parameter  S1  =  4'b0001;
			parameter  S2  =  4'b0010;
			parameter  S3  =  4'b0011;
			parameter  S4  =  4'b0100;
			parameter  S5  =  4'b0101;
			parameter  S6  =  4'b0110;
			parameter  S7  =  4'b0111;
			parameter  S8  =  4'b1000;
			parameter  S9  =  4'b1001;
			parameter  S10 =  4'b1010;
			parameter  S11 =  4'b1011;
			parameter  S12 =  4'b1100;
			parameter  S13 =  4'b1101;
			parameter  S14 =  4'b1110;
			parameter  S15 =  4'b1111;
			always@ (posedge clk)  
			begin
				if(~reset) c_state <= S0;
				else       c_state <= n_state;
			end
			always@(*)  
			begin
			case(c_state)
			S0 :  if(~key) n_state <= S1;
					else     n_state <= S0;
			S1 :  if(~key) n_state <= S2;
					else     n_state <= S0;
			S2 :  if(~key) n_state <= S3;
					else     n_state <= S0;
			S3 :  if(~key) n_state <= S4;
					else     n_state <= S0;
			S4 :  if(~key) n_state <= S5;
					else     n_state <= S0;
			S5 :  if(~key) n_state <= S6;
					else     n_state <= S0;
			S6 :  if(~key) n_state <= S7;
					else     n_state <= S0;
			S7 :  if(~key) n_state <= S8;
					else     n_state <= S0;
			S8 :  if(~key) n_state <= S9;
					else     n_state <= S0;
			S9 :  if(~key) n_state <= S10;
					else     n_state <= S0;
			S10:  if(~key) n_state <= S11;
					else     n_state <= S0;
			S11:  if(~key) n_state <= S12;
					else     n_state <= S0;
			S12:  if(~key) n_state <= S13;
					else     n_state <= S0;
			S13:  if(~key) n_state <= S14;
					else     n_state <= S0;
			S14:  if(~key) n_state <= S15;
					else     n_state <= S0;
			S15:  if(key)  n_state <= S0;
					else     n_state <= S15;
			default:       n_state <= S0;
			endcase
         end
			assign  key_pressed =  (c_state == S14);
endmodule
==> results.cfg <==
; implementation run metrics
[synthesis]
ys.flops = 419
adder_share_pct = 0
yosys.area_share.simple_pct = 21.93
ys_sh_xor_pct = 0
syn_area_per_cell_sq_um = 11.33
synth_cell_types = 25
yosys.area_share.aoi_pct = 1.656
synth.logic.top_family = simple AND/OR/NAND/NOR gates
ys_cells = 1120
synth.area.mux_share_pct = 6.782
synthCells = 1120
postSynthSeqShare_pct = 66.08
yosysWarningCount = 2
synth_area_sq_um = 12690
synth-area-yosys_sq_um = 12690

[setup_path]
crit_type = input pin to primary output
critPathRequiredTime_ps = 3520
crit_path_end_kind = primary output
r2r-end = SW_StatusR[13]
r2r_slack_ps = 3550
timing.rr.start = SW_StatusR[13]
crit_fanout = 39
ff2ff_path_depth = 2
critical_path_arrival_ps = 2900
startpoint_type = input pin

[drt]
drt_drc_violations_left = 0
drtAntennaViolNets = 0
viasPerCell = 4.346
routed_wl_mm = 24.73
drt_iter0_markers = 387
wl_per_cell_microns = 13.59
first_pass_iters = 7
num_vias = 7909

[global_routing]
met1_usage_pct = 17.69
grt_pass1_vias = 7583
overflow = 0
track_usage_pct = 11.83
grt_pass1_wl_mm = 40.36
antenna_found_initial = 2
busiest_layer = met1
grt_util_met3_pct = 3.752
grt_max_degree = 124
grt.met2_usage_pct = 17.16

[floorplanning]
fp.dieH_microns = 207.7
dieWidth_microns = 207.7
num_rows = 74
chipArea_sq_um = 43140
fp_util_pct = 30.74
coreArea_sq_um = 41290
ioPinCount = 186

[timing]
hold_violations = 0
drv_slew = 0
slew_headroom_pct = 44.76
tns_ps = 0
period_minus_slack_ps = 3777
fmax_mhz = 264.8
finalSetupViolations = 0
fin_hold_ws_ps = 422.3
finalClockPeriodUsage_pct = 85.83
fin_skew_ps = 9.381
tightest_slew_ps = 828.5
rsz0062_at_grt = no

[cells_and_area]
fin_util_pct = 39.13
logic_area_sq_um = 3920
flop_area_sq_um = 8388
fillers = 3898
drive_above_1_share_pct = 7.148
area_growth_pct = 27.30
stdcell_area_sq_um = 16160
reg.largest.list = LEDR_R (18), SW_StatusR (18)

[cts]
cts_tree = built
holdBufCountCts = 0
cts_resized = 0
numCtsBuffers = 44
cts_sinks = 419
worstSkewPairLatency_ps = 550
cts-htree-levels = 2
clkTransAtPathRegs_ps = 60
clock-root-buffer = clkbuf_16
cts_buffer_depth = 3
postCtsSetupBuffers = 0

[pwr]
power_density_nw_per_um2 = 477.1
p_sw_share_pct = 20.41
power_frac_seq_pct = 49.6
p_int_mw = 6.136
finalPower_mw = 7.710
peakVddDrop_mv = 0.2936
p_leak_nw = 7.566
clock_power_share_pct = 47.9
netSwitchingPower_mw = 1.574
pwr-share-comb_pct = 2.5

[run]
max_cap_viol_count = 0
warning_count = 45

[place]
gp_congestion = 0.8392
portBuffers = 157
dp_hpwl_mm = 15.22
placedInstanceArea_sq_um = 14690

[hold_path]
holdPathStages = 1
hold_path.class = flip-flop to flip-flop
hold_end = key1.c_state[11]
hp-start = key1.c_state[3]

[status]
status = finished, final reports clean
[metal layers]
metal	part of all wire, %	wire length (microns)
met5	0.053	13
met2	42	10450
met4	2.6	651
met3	7.4	1827
met1	48	11790
[power groups by stage]
stage / Sequential [mW] / Clock [mW] / Combinational [mW]
global route: 3.83 / 3.98 / 0.213
finish: 3.83 / 3.69 / 0.190
CTS: 3.83 / 3.82 / 0.194
[placed cells by master (no fill, tap or decap), drive strengths merged]
| cell | instances |
|---|---|
| mux2i | 86 |
| nor4b | 2 |
| clkbuf | 71 |
| inv | 6 |
| and3 | 267 |
| or4 | 1 |
| clkdlybuf4s50 | 156 |
| and4bb | 1 |
| dfxtp | 419 |
| a21oi | 21 |
| nor3 | 2 |
| nor4 | 7 |
| buf | 13 |
| and2 | 42 |
| nor2 | 1 |
| bufinv | 3 |
| diode | 1 |
| nor2b | 34 |
| nand2 | 102 |
| nand4 | 10 |
| o21ai | 21 |
| and4 | 3 |
| clkinv | 4 |
| conb | 14 |
| clkinvlp | 1 |
[worst max-delay path, cell delays in order]
cell             delay, ps
clkdlybuf4s50_1        410
nor4_2                 410
and4_1                 300
buf_12                 210
and3_1                 180
clkdlybuf4s50_1        470
[cells by family (layout without fill, tap and decap cells)]
logic type | count (synthesis) | in the layout
simple gates | 472 | 472
flops | 419 | 419
buf+inv | 100 | 254
mux | 86 | 86
compound gates | 42 | 42
other cells | 1 | 15
[synth_stat cells]
master    count  area share, %
and4bb_2      1          0.099
nor2b_1      34            1.7
mux2i_1      86            6.8
and3_1      267             13
nand4_1       1          0.049
or4_1         1          0.059
nor4b_1       1          0.069
buf_4        15           0.89
clkbuf_1     73            2.2
buf_2         6           0.24
dfxtp_1     419             66
nor3_1        2          0.079
nand2_1     102            3.0
and4_1        3           0.21
nand4_2       9           0.89
buf_1         1          0.030
nor2_1        1          0.030
o21ai_0      21           0.83
buf_6         1          0.089
inv_1         4           0.12
a21oi_1      21           0.83
conb_1        1          0.030
nor4_1        7           0.34
nor4b_4       1           0.19
and2_1       42            2.1
[worst max-delay path by stage]
stage	to	cells past startpoint	from
CTS	DataOut[15]	6	Addr[9]
finish	DataOut[14]	6	Addr[9]
global route	DataOut[15]	6	Addr[9]
[through the flow]
step / std cells / setup WS [ps]
2_1_floorplan: 1133 / 1719
3_3_place_gp: 1739 / 589.1
3_5_place_dp: 1739 / 587.1
4_1_cts: 1819 / 568.2
5_1_grt: 1819 / 513.1
6_report: 1820 / 623.3
[layout make-up]
| cell class | instances | area share (%) |
|---|---|---|
| flip-flops and latches | 419 | 51.91 |
| multi-input cells | 614 | 24.26 |
| repair buffers | 170 | 10.51 |
| clock buffers | 70 | 8.169 |
| well taps | 532 | 4.119 |
| clock inverters | 10 | 0.9292 |
| inverters | 4 | 0.09292 |
| diodes | 1 | 0.01549 |
No activity file was given, so power comes from the tool's default toggle rates.
